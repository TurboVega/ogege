--- /design/flow/design.v ---
`default_nettype none
typedef enum {
    RESET_JUST_NOW = 0,
    RESET_CLOCK_WAIT = 1,
    RESET_CLOCK_DONE = 2,
    MODE_SELECT_CMD_7 = 3,
    MODE_CMD_6 = 4,
    MODE_CMD_5 = 5,
    MODE_CMD_4 = 6,
    MODE_CMD_3 = 7,
    MODE_CMD_2 = 8,
    MODE_CMD_1 = 9,
    MODE_CMD_0 = 10,
    MODE_DESELECT = 11,
    IDLE = 12,
    READ_CMD_3_0 = 13,
    READ_ADDR_23_20 = 14,
    READ_ADDR_19_16 = 15,
    READ_ADDR_15_12 = 16,
    READ_ADDR_11_8 = 17,
    READ_ADDR_7_4 = 18,
    READ_ADDR_3_0 = 19,
    READ_WAIT = 20,
    READ_DATA_7_4 = 21,
    READ_DATA_3_0 = 22,
    READ_DESELECT = 23,
    WRITE_CMD_3_0 = 24,
    WRITE_ADDR_23_20 = 25,
    WRITE_ADDR_19_16 = 26,
    WRITE_ADDR_15_12 = 27,
    WRITE_ADDR_11_8 = 28,
    WRITE_ADDR_7_4 = 29,
    WRITE_ADDR_3_0 = 30,
    WRITE_DATA_7_4 = 31,
    WRITE_DATA_3_0 = 32,
    WRITE_DESELECT = 33
} MachineState;
module psram (
	input   wire i_rst,
	input   wire i_clk,
    input   reg i_stb,
	input   reg i_we,
	input   reg [23:0] i_addr,
	input   reg [15:0] i_din,
    output  reg o_busy,
    output  reg o_done,
	output  reg [15:0] o_dout,
    output  reg [5:0] o_state,
	output  reg o_psram_csn,
	output  wire o_psram_sclk,
    inout   wire io_psram_data0,
    inout   wire io_psram_data1,
    inout   wire io_psram_data2,
    inout   wire io_psram_data3,
    inout   wire io_psram_data4,
    inout   wire io_psram_data5,
    inout   wire io_psram_data6,
    inout   wire io_psram_data7,
    output  reg [34:0] states_hit
);
reg [14:0] long_delay;
reg [3:0] short_delay;
reg hold_clk_lo;
reg [7:0] out_enable;
reg [7:0] data_to_chip;
assign o_psram_sclk = (hold_clk_lo ? 0 : i_clk);
assign io_psram_data0 = (out_enable[0] ? data_to_chip[0] : 1'bZ);
assign io_psram_data1 = (out_enable[1] ? data_to_chip[1] : 1'bZ);
assign io_psram_data2 = (out_enable[2] ? data_to_chip[2] : 1'bZ);
assign io_psram_data3 = (out_enable[3] ? data_to_chip[3] : 1'bZ);
assign io_psram_data4 = (out_enable[4] ? data_to_chip[4] : 1'bZ);
assign io_psram_data5 = (out_enable[5] ? data_to_chip[5] : 1'bZ);
assign io_psram_data6 = (out_enable[6] ? data_to_chip[6] : 1'bZ);
assign io_psram_data7 = (out_enable[7] ? data_to_chip[7] : 1'bZ);
always @(posedge i_rst or posedge i_clk) begin
    if (i_rst) begin
        long_delay <= 0;
        o_state <= RESET_JUST_NOW;
        o_busy <= 1;
        o_done <= 0;
        o_psram_csn <= 1;  
        o_dout <= 0;
        hold_clk_lo <= 1;
        data_to_chip <= 8'd0;
        states_hit <= 0;
        out_enable <= 8'hFF;
    end else begin
        states_hit[o_state] <= 1;
        case (o_state)
            RESET_JUST_NOW: begin
                    if (long_delay == 19999)
                        o_state <= RESET_CLOCK_WAIT;
                    else
                        long_delay <= long_delay + 1;
                end
            RESET_CLOCK_WAIT: begin
                    hold_clk_lo <= 0;
                    o_state <= RESET_CLOCK_DONE;
                end
            RESET_CLOCK_DONE: begin
                    o_busy <= 0;
                    out_enable <= 8'h00;
                    o_state <= MODE_SELECT_CMD_7;
                end
            MODE_SELECT_CMD_7: begin
                    o_psram_csn <= 0;  
                    out_enable[0] <= 1;
                    out_enable[4] <= 1;
                    data_to_chip <= 8'h00;
                    o_state <= MODE_CMD_6;
                end
            MODE_CMD_6: begin
                    data_to_chip <= 8'h00;
                    o_state <= MODE_CMD_5;
                end
            MODE_CMD_5: begin
                    data_to_chip <= 8'hFF;
                    o_state <= MODE_CMD_4;
                end
            MODE_CMD_4: begin
                    data_to_chip <= 8'hFF;
                    o_state <= MODE_CMD_3;
                end
            MODE_CMD_3: begin
                    data_to_chip <= 8'h00;
                    o_state <= MODE_CMD_2;
                end
            MODE_CMD_2: begin
                    data_to_chip <= 8'hFF;
                    o_state <= MODE_CMD_1;
                end
            MODE_CMD_1: begin
                    data_to_chip <= 8'h00;
                    o_state <= MODE_CMD_0;
                end
            MODE_CMD_0: begin
                    data_to_chip <= 8'hFF;
                    o_state <= MODE_DESELECT;
                end
            MODE_DESELECT: begin
                    o_psram_csn <= 1;  
                    out_enable <= 8'h00;
                    o_busy <= 0;
                    o_done <= 1;
                    o_state <= IDLE;
                end
            IDLE: begin
                    if (i_stb) begin
                        if (i_we) begin
                            data_to_chip[3:0] <= 4'h3;
                            data_to_chip[7:4] <= 4'h3;
                            o_state <= WRITE_CMD_3_0;
                        end else begin
                            data_to_chip[3:0] <= 4'hE;
                            data_to_chip[7:4] <= 4'hE;
                            o_state <= READ_CMD_3_0;
                        end
                        o_psram_csn <= 0;  
                        o_busy <= 1;
                        o_done <= 0;
                        out_enable <= 8'hFF;
                    end
                end
            READ_CMD_3_0: begin
                    data_to_chip[3:0] <= 4'hB;
                    data_to_chip[7:4] <= 4'hB;
                    o_state <= READ_ADDR_23_20;
                end
            READ_ADDR_23_20: begin
                    data_to_chip[3:0] <= i_addr[23:20];
                    data_to_chip[7:4] <= i_addr[23:20];
                    o_state <= READ_ADDR_19_16;
                end
            READ_ADDR_19_16: begin
                    data_to_chip[3:0] <= i_addr[19:16];
                    data_to_chip[7:4] <= i_addr[19:16];
                    o_state <= READ_ADDR_15_12;
                end
            READ_ADDR_15_12: begin
                    data_to_chip[3:0] <= i_addr[15:12];
                    data_to_chip[7:4] <= i_addr[15:12];
                    o_state <= READ_ADDR_11_8;
                end
            READ_ADDR_11_8: begin
                    data_to_chip[3:0] <= i_addr[11:8];
                    data_to_chip[7:4] <= i_addr[11:8];
                    o_state <= READ_ADDR_7_4;
                end
            READ_ADDR_7_4: begin
                    data_to_chip[3:0] <= i_addr[7:4];
                    data_to_chip[7:4] <= i_addr[7:4];
                    o_state <= READ_ADDR_3_0;
                end
            READ_ADDR_3_0: begin
                    data_to_chip[3:0] <= i_addr[3:0];
                    data_to_chip[7:4] <= i_addr[3:0];
                    short_delay <= 0;
                    o_state <= READ_WAIT;
                end
            READ_WAIT: begin
                    out_enable <= 8'h00;
                    if (short_delay == 5)
                        o_state <= READ_DATA_7_4;
                    else
                        short_delay <= short_delay + 1;
                end
            READ_DATA_7_4: begin
                    o_dout[15] <= io_psram_data7;
                    o_dout[14] <= io_psram_data6;
                    o_dout[13] <= io_psram_data5;
                    o_dout[12] <= io_psram_data4;
                    o_dout[11] <= io_psram_data3;
                    o_dout[10] <= io_psram_data2;
                    o_dout[9] <= io_psram_data1;
                    o_dout[8] <= io_psram_data0;
                    o_state <= READ_DATA_3_0;
                end
            READ_DATA_3_0: begin
                    o_dout[7] <= io_psram_data7;
                    o_dout[6] <= io_psram_data6;
                    o_dout[5] <= io_psram_data5;
                    o_dout[4] <= io_psram_data4;
                    o_dout[3] <= io_psram_data3;
                    o_dout[2] <= io_psram_data2;
                    o_dout[1] <= io_psram_data1;
                    o_dout[0] <= io_psram_data0;
                    o_state <= READ_DESELECT;
                end
            READ_DESELECT: begin
                    o_psram_csn <= 1;  
                    o_busy <= 0;
                    o_done <= 1;
                    o_state <= IDLE;
                end
            WRITE_CMD_3_0: begin
                    data_to_chip[3:0] <= 4'h8;
                    data_to_chip[7:4] <= 4'h8;
                    o_state <= WRITE_ADDR_23_20;
                end
            WRITE_ADDR_23_20: begin
                    data_to_chip[3:0] <= i_addr[23:20];
                    data_to_chip[7:4] <= i_addr[23:20];
                    o_state <= WRITE_ADDR_19_16;
                end
            WRITE_ADDR_19_16: begin
                    data_to_chip[3:0] <= i_addr[19:16];
                    data_to_chip[7:4] <= i_addr[19:16];
                    o_state <= WRITE_ADDR_15_12;
                end
            WRITE_ADDR_15_12: begin
                    data_to_chip[3:0] <= i_addr[15:12];
                    data_to_chip[7:4] <= i_addr[15:12];
                    o_state <= WRITE_ADDR_11_8;
                end
            WRITE_ADDR_11_8: begin
                    data_to_chip[3:0] <= i_addr[11:8];
                    data_to_chip[7:4] <= i_addr[11:8];
                    o_state <= WRITE_ADDR_7_4;
                end
            WRITE_ADDR_7_4: begin
                    data_to_chip[3:0] <= i_addr[7:4];
                    data_to_chip[7:4] <= i_addr[7:4];
                    o_state <= WRITE_ADDR_3_0;
                end
            WRITE_ADDR_3_0: begin
                    data_to_chip[3:0] <= i_addr[3:0];
                    data_to_chip[7:4] <= i_addr[3:0];
                    o_state <= WRITE_DATA_7_4;
                end
            WRITE_DATA_7_4: begin
                    data_to_chip[7:0] <= i_din[15:8];
                    o_state <= WRITE_DATA_3_0;
                end
            WRITE_DATA_3_0: begin
                    data_to_chip[7:0] <= i_din[7:0];
                    o_state <= WRITE_DESELECT;
                end
            WRITE_DESELECT: begin
                    o_psram_csn <= 1;  
                    out_enable <= 8'h00;
                    o_busy <= 0;
                    o_done <= 1;
                    o_state <= IDLE;
                end
        endcase
    end
end
endmodule
--- /design/flow/run.sh ---
#!/bin/bash
# OpenROAD 26Q1-2900-gdf79404cd8, Yosys 0.63+post, stock flow scripts
make -C /OpenROAD-flow-scripts/flow DESIGN_CONFIG=/design/flow/config.mk WORK_HOME=/design/flow/orfs finish
--- /design/flow/config.mk ---
export PLATFORM = sky130hd
export DESIGN_NAME = psram
export DESIGN_NICKNAME = psram
export VERILOG_FILES = /design/flow/design.v
export SDC_FILE = /design/flow/constraint.sdc
export NUM_CORES = 4
export LEC_CHECK = 1
export CORE_UTILIZATION = 30
--- /design/flow/constraint.sdc ---
current_design psram

set clk_period 4.6
set clk_io_pct 0.2

create_clock -name clk0 -period $clk_period [get_ports {i_clk}]

set non_clock_inputs [all_inputs -no_clocks]
set_input_delay [expr $clk_period * $clk_io_pct] -clock clk0 $non_clock_inputs
set_output_delay [expr $clk_period * $clk_io_pct] -clock clk0 [all_outputs]
==> impl_metrics.toml <==
# physical design summary
[floorplanning]
fp_util_pct = 31.01
die_w_um = 127.8
die_h_um = 127.8
rows = 45
io_pins = 113

[status]
tool.error = "[error] [KeplerFormal.cpp:679] Workflow failed: Iso has multiple drivers: .io_psram_data00, io_psram_data0$_DFFE_PP0P_.Q0"
lastStage = "clock tree synthesis (4_1_cts)"
outcome = "stopped before the end"

[clocking]
ctsHoldBuffers = 0
cts-resized-gates = 0
postCtsSetupBuffers = 0

[yosys]
async_flop_share_pct = 95.45
ys_area_um2 = 4750
yosysSeqAreaShare_pct = 46.87
netlist-cell-type-count = 75
numSynthFlops = 88
synthesis.area_um2 = 4750
topCellsByArea = "dfrtp_1, o21bai_1, mux2_2"
yosysWarningCount = 9
yosys.area.top_type_share_pct = 42.68
edf_count = 4
ys_cells = 439
synthCells = 439
flop_cell = "dfrtp_1"
avgSynthCellArea_um2 = 10.82
synth_top_cell_by_area = "dfrtp_1"

[place]
gp_congestion = 0.8808
dp_hpwl_mm = 9.461
port-buffer-count = 104
pre_cts_slack_ns = 0.8975
[kinds of logic after synthesis]
group,share of synthesized area (%)
AOI/OAI and AO/OA,19.31
xor gates and xnor gates,3.688
adders and majority gates,2.108
DFF,46.87
buffers and inverters,4.584
muxes,6.006
and+or+nand+nor,17.44
[synth_stat cells, drive strengths merged, types with 5 or more instances]
library cell,count
a21oi,17
a211oi,5
a31o,5
nor3,10
inv,11
nor2,29
dfrtp,81
xor2,6
nand4,7
mux2i,6
o21ai,7
o2bb2ai,9
ha,8
buf,19
nand2,37
xnor2,14
nand2b,7
o21bai,33
nor2b,5
nor4,5
nand3b,10
a221oi,8
nand3,10
mux2,20
[metrics by stage]
stage / hold slack [ns] / instances / instance area, um2
3_3_place_gp: 0.4578 / 741 / 5954
3_5_place_dp: 0.4567 / 741 / 5954
2_1_floorplan: 0.4066 / 439 / 4750
