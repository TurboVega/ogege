===== ./design.v =====
module vga_core #(
	parameter
		HSZ = 10,   
		VSZ = 9     
) (
	input  wire           clk_i,
	input  wire           rst_i,
	output wire [HSZ-1:0] hcount_o,
	output wire [VSZ-1:0] vcount_o,
	output reg            de_o,
	output reg            vsync_o,
	output reg            hsync_o
);
	localparam
		H_RES  = 640,
		H_FP   = 16,
		H_SYNC = 96,
		H_BP   = 48,
		V_RES  = 480,
		V_FP   = 10,
		V_SYNC = 2,
		V_BP   = 33;
	localparam
		H_START_SYNC = H_RES + H_FP,
		H_END_SYNC   = H_START_SYNC + H_SYNC,
		H_MAX_COUNT  = H_END_SYNC + H_BP,
		HMAX_SZ      = $clog2(H_MAX_COUNT),
		V_START_SYNC = V_RES + V_FP,
		V_END_SYNC   = V_START_SYNC + V_SYNC,
		V_MAX_COUNT  = V_END_SYNC + V_BP,
		VMAX_SZ      = $clog2(V_MAX_COUNT);
	reg  [HMAX_SZ-1:0] hcount_s;
	wire hsync_s        = ~(hcount_s >= H_START_SYNC && hcount_s < H_END_SYNC);
	wire clear_hcount_s = (hcount_s == H_MAX_COUNT-1);
	reg  [VMAX_SZ-1:0] vcount_s;
	wire vsync_s        = ~(vcount_s >= V_START_SYNC && vcount_s < V_END_SYNC);
	wire clear_vcount_s = (vcount_s == V_MAX_COUNT-1);
	wire de_s           = (hcount_s <= H_RES-1 && vcount_s <= V_RES-1);
	always @(posedge clk_i) begin
		hsync_o <= hsync_s;
		vsync_o <= vsync_s;
		de_o    <= de_s;
		hcount_s <= hcount_s + 1'b1;
		if (rst_i || clear_hcount_s)
			hcount_s <= 0;
		if (clear_hcount_s)
			vcount_s <= (clear_vcount_s) ? 0 : vcount_s + 1'b1;
		if (rst_i)
			vcount_s <= 0;
	end
	assign hcount_o = hcount_s[HSZ-1:0];
	assign vcount_o = vcount_s[VSZ-1:0];
endmodule

===== ./config.mk =====
export PLATFORM = sky130hd
export DESIGN_NAME = vga_core
export DESIGN_NICKNAME = vga_core
export VERILOG_FILES = /design/flow/design.v
export SDC_FILE = /design/flow/constraint.sdc
export NUM_CORES = 4
export LEC_CHECK = 1
export CORE_AREA = 10 10 104 104
export DIE_AREA = 0 0 114 114

===== ./constraint.sdc =====
current_design vga_core

set clk_period 2.9
set clk_io_pct 0.2

create_clock -name clk0 -period $clk_period [get_ports {clk_i}]

set non_clock_inputs [all_inputs -no_clocks]
set_input_delay [expr $clk_period * $clk_io_pct] -clock clk0 $non_clock_inputs
set_output_delay [expr $clk_period * $clk_io_pct] -clock clk0 [all_outputs]

===== ./run.sh =====
#!/bin/bash
# OpenROAD 26Q1-2900-gdf79404cd8, Yosys 0.63+post, stock flow scripts
make -C /OpenROAD-flow-scripts/flow DESIGN_CONFIG=/design/flow/config.mk WORK_HOME=/design/flow/orfs finish

==> notes.md <==
run metrics: Async SR Flop Fraction=0%, Distinct lib cells used=30, RSZ-0062 raised after global routing=no, DR WL/cell=11.4 um, Layout area overhead=28.2%, Max clock buf depth=2, GPL Wtd Cong=0.807, row count=34, fin cells=257, register share after synthesis=39.7%, clk sinks=23, Clk Tree Root Cell=clkbuf_8, area share of the largest cell type after synthesis=39.7%, total grt overflow=0, I/O Buffers=23, Post-Syn Instances=133, hold path start=vcount_s[9], outcome=finished clean, clk slew on worst S/H paths=0.08 ns, DP HPWL=2250 um, TNS Setup=0 ns, leading register cell type out of synthesis=dfxtp_1, Post-synth top cells=dfxtp_1, nor2_1, starting density of the core=13.4%, synthesized cell area=1160 um2, reg-to-reg slack, setup=0.79 ns, vias in the first global route=938, Log Warnings=29, DRT iter0 DRCs=54, Critical Path Start=hcount_s[0], Min-Delay Path Class=reg2reg, Lkg Pwr=0.461 nW, First-pass DRT Iterations=4, layout cell share with drive strength beyond 1=4.03%, final antenna-violating net count=0, final hold viol count=0, vias per inst=3.65, worst-margin pin slew=0.597 ns, drt total wl=2920 um, largest net degree at the start of global routing=16, reg-to-reg endpoint=vcount_s[3], post-cts hold buffer count=0, total die size=13000 um2, FF+latch count, synth=23, CP endpoint kind=flip-flop, DRC=0, largest area contributor in the netlist=dfxtp_1, critical path type=reg2reg, Placed Cells=253, Setup crit start kind=flip-flop, total power=0.540 mW, worst reg2reg path depth=5, CTS tree=built, top-count cell post-synth=dfxtp_1, I/O pin cnt=24, Core Box Area=8680 um2, DP Worst Slack=0.860 ns, yosys warning tally=1, Worst IR Drop VDD=0.288 mV, ys cells=133, critical path data arrival time=2.24 ns, final setup violation count=0, Die H=114 um, first-pass GRT wire length=4760 um, max cap viols=0, Final Skew=0.00294 ns, fillers=995, overall die width=114 um, PnR worst setup slack=0.787 ns, # diodes=0, placed inst area=1440 um2, Max Freq=0.473 GHz, critical path data required time=3.03 ns, GRT Util Overall=4.41%, Post-CTS Setup Bufs=0, top cells, area=dfxtp_1, xnor2_1, buf_4, ha_1, nand3_1, initial antenna violation count=0, Post-synth EDFFs=0, Slew Viols, Final=0, clock latency (worst-skew pair)=0.26 ns, Max FO, Critical Path=7, cell area after layout=1490 um2, post-CTS sizing=0, Hold Crit Depth=1, CTS buffer count=3, Final min period=2.11 ns, H-tree levels=1, vias=938, Synth Area per Inst=8.73 um2, Relative slew margins=60.0%, Hold Path End=de_o, Tcrit/Tclk final=72.8%, yosys stat chip area=1160 um2, pwr/cell area=362 nW/um2, FF-to-FF Start=hcount_s[0]
==> registers in the layout (all words and copies together) (netlist names) <==
name,cells
vsync_o,1
hcount_s,10
vcount_s,10
de_o,1
hsync_o,1
==> cells in the final DEF, fill, tap and decap left out, drive strengths merged <==
cell type / instances
dfxtp: 23
clkdlybuf4s50: 23
nor2: 12
nor3: 10
nand3: 9
xnor2: 9
inv: 7
nand2: 6
nand4: 5
a21oi: 5
ha: 5
or3: 4
nor4: 4
o21ai: 4
clkbuf: 4
xor2: 3
and3: 2
and2: 2
o211ai: 2
nor4b: 2
o21a: 1
or2: 1
nand4b: 1
o21bai: 1
or4: 1
nand2b: 1
nor3b: 1
nand4bb: 1
==> worst max path at each step <==
stage	endpoint	slack, ns	cells past startpoint
after CTS	vcount_s[3]	0.82	5
after global routing	vcount_s[3]	0.62	5
final	vcount_s[3]	0.79	5
==> cells by family after synthesis <==
group | share of synthesized area, %
compound gates | 6.47
xor+xnor | 9.05
flops | 39.7
buf+inv | 9.37
fa+ha+maj | 5.39
simple gates | 30.1
==> worst max-delay path, stage by stage, from the launching register on <==
cell and delay, ns:
dfxtp_1 0.43, ha_1 0.25, nand3_1 0.23, or3_1 0.48, o21bai_1 0.46, nor2_1 0.12
==> where the power goes <==
part	switching (mW)	internal (mW)	total (mW)
combinational	0.00790	0.0111	0.0190
sequential	0.00538	0.319	0.324
clock	0.0984	0.0979	0.196
==> per-layer routing <==
layer | track usage [%] | vias to the layer above | wire length, um | part of all wire (%)
li1 | - | 486 | - | -
met1 | 6.22 | 422 | 1500 | 51
met2 | 6.61 | 30 | 1230 | 42
met3 | 1.70 | 0 | 185 | 6.3
met4 | 0.167 | 0 | 0 | 0
met5 | 0 | - | 0 | 0
==> stage by stage <==
| stage | hold slack (ns) | util [%] |
|---|---|---|
| 6_report | 0.498 | 17.2 |
| 5_1_grt | 0.524 | 17.2 |
| 4_1_cts | 0.510 | 17.2 |
| 3_5_place_dp | 0.499 | 16.6 |
| 3_3_place_gp | 0.492 | 16.6 |
| 2_1_floorplan | 0.451 | - |
==> area by class of cell <==
class	instances	area (um2)	area share [%]
multi-input cells	92	592	39.7
flip-flops and latches	23	460	30.9
repair buffers	23	230	15.5
well taps	108	135	9.08
clock buffers	4	45.0	3.03
inverters	7	26.3	1.76
No activity file was given, so power comes from the tool's default toggle rates.
